$ cat flow/config.mk
export PLATFORM = sky130hd
export DESIGN_NAME = flight_top
export DESIGN_NICKNAME = flight_top
export VERILOG_FILES = /design/flow/design.v
export SDC_FILE = /design/flow/constraint.sdc
export NUM_CORES = 4
export LEC_CHECK = 1
export CORE_UTILIZATION = 50
$ cat flow/run.sh
#!/bin/bash
# OpenROAD 26Q1-2900-gdf79404cd8, Yosys 0.63+post, stock flow scripts
make -C /OpenROAD-flow-scripts/flow DESIGN_CONFIG=/design/flow/config.mk WORK_HOME=/design/flow/orfs finish
$ cat flow/design.v
module flight_top (
    input  logic        clk100mhz,
    input  logic        btnC,
    input  logic [15:0] sw,
    output logic [15:0] led
);
    logic rst;
    assign rst = btnC;
    logic tick;
    tick_gen TG (.clk(clk100mhz), .rst(rst), .tick(tick));
    logic signed [15:0] disturbance;
    assign disturbance = {8'd0, sw[7:0]};
    logic signed [15:0] angle;
    logic signed [15:0] control;
    pid_axis PID (
        .clk(clk100mhz),
        .rst(rst),
        .tick(tick),
        .setpoint(16'd0),
        .measurement(angle),
        .kp(16'd80),
        .ki(16'd2),
        .kd(16'd40),
        .control(control)
    );
    plant_axis PLANT (
        .clk(clk100mhz),
        .rst(rst),
        .tick(tick),
        .control(control),
        .disturbance(disturbance),
        .angle(angle)
    );
    logic pwm;
    pwm_gen PWM (
        .clk(clk100mhz),
        .rst(rst),
        .duty(control[15:0]),
        .pwm(pwm)
    );
    assign led[7:0]  = angle[15:8];
    assign led[15:8] = control[15:8];
endmodule
module pid_axis (
    input  logic clk,
    input  logic rst,
    input  logic tick,
    input  logic signed [15:0] setpoint,
    input  logic signed [15:0] measurement,
    input  logic signed [15:0] kp,
    input  logic signed [15:0] ki,
    input  logic signed [15:0] kd,
    output logic signed [15:0] control
);
    logic signed [15:0] error;
    logic signed [15:0] prev_error;
    logic signed [31:0] integral;
    always_ff @(posedge clk) begin
        if (rst) begin
            error      <= 0;
            prev_error <= 0;
            integral   <= 0;
            control    <= 0;
        end else if (tick) begin
            error <= setpoint - measurement;
            integral <= integral + error;
            control <= ((kp * error) +
                        (ki * integral[23:8]) +
                        (kd * (error - prev_error))) >>> 8;
            prev_error <= error;
        end
    end
endmodule
module plant_axis (
    input  logic clk,
    input  logic rst,
    input  logic tick,
    input  logic signed [15:0] control,
    input  logic signed [15:0] disturbance,
    output logic signed [15:0] angle
);
    logic signed [15:0] rate;
    always_ff @(posedge clk) begin
        if (rst) begin
            rate  <= 0;
            angle <= 0;
        end else if (tick) begin
            rate  <= rate + control + disturbance;
            angle <= angle + rate;
        end
    end
endmodule
module pwm_gen (
    input  logic clk,
    input  logic rst,
    input  logic [15:0] duty,
    output logic pwm
);
    logic [18:0] count;
    always_ff @(posedge clk) begin
        if (rst) begin
            count <= 0;
            pwm   <= 1'b0;
        end else begin
            count <= count + 1;
            pwm <= (count < duty);
        end
    end
endmodule
module tick_gen (
    input  logic clk,
    input  logic rst,
    output logic tick
);
    logic [16:0] count;
    always_ff @(posedge clk) begin
        if (rst) begin
            count <= 0;
            tick  <= 1'b0;
        end else begin
            if (count == 17'd99999) begin
                count <= 0;
                tick  <= 1'b1;
            end else begin
                count <= count + 1;
                tick  <= 1'b0;
            end
        end
    end
endmodule
$ cat flow/constraint.sdc
current_design flight_top

set clk_period 9.8
set clk_io_pct 0.2

create_clock -name clk0 -period $clk_period [get_ports {clk100mhz}]

set non_clock_inputs [all_inputs -no_clocks]
set_input_delay [expr $clk_period * $clk_io_pct] -clock clk0 $non_clock_inputs
set_output_delay [expr $clk_period * $clk_io_pct] -clock clk0 [all_outputs]
==> job_summary.md <==
## Implementation flow summary

| Metric | Value |
|---|---|
| Max Clk Rate | 172 MHz |
| Outcome | completed |
| Die Wd | 133 microns |
| Cells after synthesis | 1001 |
| Flip-flops with a built-in enable | 0 |
| Fin crit period | 5.83 ns |
| Clock slew seen by the registers of the worst setup and hold paths | 0.08 ns |
| Final instance area | 9150 sq um |
| Wire per inst | 14.3 microns |
| Fraction of layout cells with a size suffix above 1 | 0.0350 |
| Synth area leaders | dfxtp_1, ha_1, xnor2_1 |
| FP Core Util | 0.514 |
| Number of OpenROAD warnings | 33 |
| DP HPWL | 13100 microns |
| Antenna violation net count after detailed routing | 0 |
| Cts hold-fix bufs | 0 |
| Worst-Margin Slew | 0.668 ns |
| YS chip area | 8550 sq um |
| Yosys cell count | 1001 |
| TNS Setup | 0 ns |
| CTS buffer count | 9 |
| Required @ worst endpoint | 10.02 ns |
| Vias | 6475 |
| Post-CTS sizing | 0 |
| Worst vdd ir | 0.113 mV |
| Crit path max fanout | 7 |
| Final Setup Violations | 0 |
| Synth-to-layout area growth | 6.90% |
| Vias per inst | 5.30 |
| Cell Type Count | 62 |
| Area leader, netlist | dfxtp_1 |
| CTS tree | built |
| Rows | 47 |
| Number of DRC markers in iteration 0 | 240 |
| Leak | 4.02 nW |
| Post-layout period usage | 0.595 |
| Post-synthesis cell area | 8550 sq um |
| Slew Viols, Final | 0 |
| Vias in the first global route | 6146 |
| H-Tree Depth | 3 |
| Slowest cell on crit path | fa_1 |
| Max Cap Viol | 0 |
| Slowest Stage Delay on Critical Path | 0.52 ns |
| Initial antenna violation count | 0 |
| Die H | 133 microns |
| Port bufs | 17 |
| Placed Area | 8830 sq um |
| # clock sinks | 110 |
| Main flop type | dfxtp_1 |
| Drt first pass iters | 4 |
| Unrepaired setup endpoints after global routing | false |
| YS warnings | 4 |
| Most common library cells after synthesis | nor2_1, dfxtp_1, ha_1 |
| Clock root buffer | clkbuf_16 |
| Synth top cell by count | nor2_1 |
| Worst setup EP type | flop |
| Grt ovf | 0 |
| DRC Markers | 0 |
| Global-route wire length before repair | 29700 microns |
| PwrDens | 94.1 nW/um^2 |
| GRT Total Usage | 0.214 |
| N_diodes | 0 |
| Sequential share of the synthesized area | 0.257 |
| Worst path arrival time | 6.05 ns |
| Post-synthesis area per instance | 8.55 sq um |
| Area leader share | 0.257 |
| Synth Register Bits | 110 |
| Slew Limit Headroom | 0.554 |
| Hold WC Path Type | flop to flop |
| Clk Latency, worst-skew pair | 0.36 ns |
| # IOs | 34 |
| Ys async rst share | 0 |
| Die Size | 17600 sq um |
| Core ar. | 16600 sq um |
| Final Hold Vio Count | 0 |
| Largest net degree at the start of global routing | 61 |
| Post-CTS Setup Inserts | 0 |
| Layout Skew | 0.0104 ns |
| Critical path class | flop to flop |
| Longest Clk Path Bufs | 2 |
| Critical Path Start Type | flop |
| DRT Wirelength | 17400 microns |
| GPL Wtd Cong | 0.836 |
[routing by layer]
layer	up-vias	global-route usage	share of wire
met2	52	0.348	0.46
met4	0	0.0217	0.012
met5	-	0	0
met3	10	0.0313	0.027
li1	3430	-	-
met1	2983	0.321	0.50
[layout make-up]
| type | count | area [sq um] |
|---|---|---|
| Inverter | 77 | 289 |
| Fill cell | 1521 | 7500 |
| Clock buffer | 9 | 225 |
| Tap cell | 220 | 275 |
| Sequential cell | 110 | 2210 |
| Clock inverter | 7 | 93.8 |
| Timing Repair Buffer | 20 | 190 |
| Multi-Input combinational cell | 778 | 5870 |
[path summary, 6_finish.rpt]
path | from | slack (ns) | endpoint | cells past startpoint
min reg2reg | TG.count[0]$_SDFF_PP0_ | 0.47 | TG.count[0]$_SDFF_PP0_ | 1
max | PID.error[1]$_SDFFE_PP0P_ | 3.97 | PID.control[7]$_SDFFE_PP0P_ | 26
min | TG.count[0]$_SDFF_PP0_ | 0.47 | TG.count[0]$_SDFF_PP0_ | 1
max reg2reg | PID.error[1]$_SDFFE_PP0P_ | 3.97 | PID.control[7]$_SDFFE_PP0P_ | 26
[worst max-delay path, delay by kind of cell (launching register included)]
kind            cells  cell delay, ns
compound gates     10            1.84
flops               1            0.50
simple gates        7            1.20
fa+ha+maj           5            1.61
buf+inv             1            0.04
xor+xnor            3            0.49
[cell usage in the layout (no fill, tap or decap), types with 5 or more instances in the layout]
master,count
nor2_1,146
dfxtp_1,109
ha_1,105
inv_1,77
xnor2_1,65
mux2i_1,54
a21oi_1,52
nand2_1,48
xor2_1,37
o21ai_0,26
fa_1,25
nor3_1,24
nand3_1,19
clkdlybuf4s50_1,16
a21o_1,15
nand2b_1,10
a211oi_1,10
nand4_1,10
or3_1,9
clkbuf_16,9
nor2b_1,8
o21a_1,8
a31oi_1,8
conb_1,8
o21bai_1,7
o211ai_1,6
or4_1,6
or2_2,5
and3_1,5
nor4_1,5
o22ai_1,5
[per-stage QoR]
| step | instances | setup WS (ns) | util | hold WS, ns | total power, mW |
|---|---|---|---|---|---|
| floorplan | 1008 | 4.62 | - | 0.430 | 0.473 |
| global placement | 1205 | 3.95 | 0.530 | 0.448 | 0.478 |
| detailed placement | 1205 | 3.94 | 0.530 | 0.460 | 0.478 |
| CTS | 1221 | 3.89 | 0.550 | 0.473 | 0.875 |
| global route | 1221 | 3.36 | 0.550 | 0.491 | 0.891 |
| finish | 1221 | 3.97 | 0.550 | 0.467 | 0.861 |
[state kept, by name (all words and copies together), names as in the netlist]
register	cells
PLANT.rate	16
PID.prev_error	13
TG.tick	1
PID.integral	23
PID.control	8
PID.error	16
TG.count	17
PLANT.angle	16
[where the power goes]
part | total, mW | leakage [nW] | switching, mW | internal, mW
registers | 0.448 | 0.887 | 0.000892 | 0.447
clock network | 0.394 | 0.156 | 0.189 | 0.205
logic | 0.0191 | 2.98 | 0.0122 | 0.00691
[kinds of logic after synthesis]
kind of cell / after synthesis / synth area share
XOR/XNOR: 102 / 0.104
buffers and inverters: 120 / 0.0600
AND/OR/NAND/NOR: 317 / 0.175
adder cells (fa/ha/maj): 130 / 0.212
AND-OR/OR-AND: 166 / 0.126
flip-flops: 110 / 0.257
other: 1 / 0.000438
multiplexers: 55 / 0.0645
Power and IR drop assume default switching activity.
