--- ./design.v ---
module motor_mixer (
    input  logic signed [15:0] throttle,
    input  logic signed [15:0] pitch,
    input  logic signed [15:0] roll,
    input  logic signed [15:0] yaw,
    output logic signed [15:0] m1,
    output logic signed [15:0] m2,
    output logic signed [15:0] m3,
    output logic signed [15:0] m4
);
    always_comb begin
        m1 = throttle + pitch - roll + yaw;
        m2 = throttle + pitch + roll - yaw;
        m3 = throttle - pitch + roll + yaw;
        m4 = throttle - pitch - roll - yaw;
    end
endmodule
--- ./run.sh ---
#!/bin/bash
# OpenROAD 26Q1-2900-gdf79404cd8, Yosys 0.63+post, stock flow scripts
make -C /OpenROAD-flow-scripts/flow DESIGN_CONFIG=/design/flow/config.mk WORK_HOME=/design/flow/orfs finish
--- ./config.mk ---
export PLATFORM = sky130hd
export DESIGN_NAME = motor_mixer
export DESIGN_NICKNAME = motor_mixer
export VERILOG_FILES = /design/flow/design.v
export SDC_FILE = /design/flow/constraint.sdc
export NUM_CORES = 4
export LEC_CHECK = 1
export CORE_UTILIZATION = 40
--- ./constraint.sdc ---
current_design motor_mixer

set clk_period 21.4
set clk_io_pct 0.2

create_clock -name clk0 -period $clk_period

set non_clock_inputs [all_inputs -no_clocks]
set_input_delay [expr $clk_period * $clk_io_pct] -clock clk0 $non_clock_inputs
set_output_delay [expr $clk_period * $clk_io_pct] -clock clk0 [all_outputs]
==> qor.yml <==
synth-warning-count: 1
number_of_optimization_iterations_in_the_first_detailed_route_pass: 4
mux_area_frac: 0.00181
placementRows: 42
static-leakage-power_uw: 0.00318
synth_largest_type_area_fraction: 0.228
route.antenna.diode_count: 0
worst_path_class_setup: "input pin to output port"
dp_cells: 973
fa_ha_area_frac: 0.435
synthesis.instances: 680
final_common_cell: "sky130_fd_sc_hd__clkdlybuf4s50_1"
yosys_synthesis_chip_area_sq_um: 5540
setup-tns-final_ns: 0
report.final.slew_viol_count: 0
synthDistinctLibCells: 60
synth_to_final_area_change_pct: 26.3
synth.comb.largest_family: "adder cells"
vias: 4950
setup.worst_path.end_class: "output port"
register_cell_area_after_layout_sq_um: 0
post_drt_via_cell_ratio: 5.09
wire_length_of_the_first_global_routing_pass_microns: 22800
critical_path.startpoint_type: "input pin"
synthesis.area_sq_um: 5540
grt_start_max_net_pins: 13
dp_hpwl_microns: 12500
worst_ep_required_time_ns: 17.12
report.final.setup_viol: 0
setup.worst_path.end: "m1[14]"
detail_route.wirelength_microns: 13800
cp-startpoint: "throttle[0]"
mostFrequentLayoutCells: "128 x sky130_fd_sc_hd__clkdlybuf4s50_1, 113 x sky130_fd_sc_hd__inv_1, 90 x sky130_fd_sc_hd__ha_1, 63 x sky130_fd_sc_hd__fa_1, 60 x sky130_fd_sc_hd__xnor2_1"
layout_clock_buffers: 0
postRouteAntennaNets: 0
synth_simple_gate_area_share: 0.127
chip_area_sq_um: 14300
number_of_buffers_added_for_setup_after_cts: 0
vdd.ir_drop.worst_mv: 0.0830
synth-compound-area-share: 0.218
die.size.y_microns: 120
grt_overflow: 0
hp-class: "input pin to output port"
grtUsageTotal: 0.204
period_minus_ws_final_ns: 14.07
critical_path_peak_fanout: 5
globalplace.congestion: 0.925
layout-drive-gt1-share: 0.0163
status: "complete, no violations"
chipWidth_microns: 120
filler_cell_count: 1259
route.detailed.wl_per_inst_microns: 14.2
finalPower_uw: 690
design.core.area_sq_um: 13300
synthXorXnorAreaFrac: 0.133
warnings: 77
area_leaders: "sky130_fd_sc_hd__fa_1 23%, sky130_fd_sc_hd__ha_1 20%, sky130_fd_sc_hd__xnor2_1 9.5%"
cts_hold_repair.buffers: 0
post_layout_instance_count_excluding_filler_cells: 973
grt_setup_unrepaired: "no"
netlist.top_cell.by_area: "sky130_fd_sc_hd__fa_1"
period_used_share: 0.658
worstMarginPinSlew_ns: 0.566
grt_pass1_vias: 4801
cap_viol_max_count: 0
ioPinCount: 128
number_of_antenna_violations_at_the_first_check_in_global_routing: 0
drcViolationCount: 0
hold-worst-slack_ns: 9.73
cts_resized: 0
flops: 0
port-buffer-count: 128
pwr_density_cell_nw_per_um2: 98.6
fmaxAchievable_mhz: 71.1
initial_core_util: 0.415
slew-limit-headroom: 0.620
arrival_ns: 9.79
drt_iter0_drc: 215
synth_stat.cells: 680
syn_area_per_cell_sq_um: 8.15
synth_seq_share: 0
final_hold_violation_count: 0
## worst max-delay path: stages
cell	delay [ns]
sky130_fd_sc_hd__clkdlybuf4s50_1	0.43
sky130_fd_sc_hd__ha_1	0.24
sky130_fd_sc_hd__fa_1	0.41
sky130_fd_sc_hd__nor2b_1	0.15
sky130_fd_sc_hd__o21a_1	0.18
sky130_fd_sc_hd__o21ai_0	0.16
sky130_fd_sc_hd__a21oi_1	0.10
sky130_fd_sc_hd__nor2_1	0.16
sky130_fd_sc_hd__o21bai_1	0.08
sky130_fd_sc_hd__a21oi_1	0.20
sky130_fd_sc_hd__xor2_1	0.29
sky130_fd_sc_hd__fa_1	0.49
sky130_fd_sc_hd__ha_1	0.36
sky130_fd_sc_hd__and2_1	0.20
sky130_fd_sc_hd__a32o_1	0.26
sky130_fd_sc_hd__a211oi_1	0.29
sky130_fd_sc_hd__maj3_2	0.29
sky130_fd_sc_hd__maj3_2	0.20
sky130_fd_sc_hd__o21bai_2	0.08
sky130_fd_sc_hd__nor4b_1	0.28
sky130_fd_sc_hd__a211o_1	0.17
sky130_fd_sc_hd__clkdlybuf4s50_1	0.47
## cells in the mapped netlist (4+ instances only)
| cell | n |
|---|---|
| sky130_fd_sc_hd__o21a_1 | 17 |
| sky130_fd_sc_hd__o22ai_1 | 4 |
| sky130_fd_sc_hd__nor4_1 | 5 |
| sky130_fd_sc_hd__nand2_1 | 17 |
| sky130_fd_sc_hd__o31a_1 | 5 |
| sky130_fd_sc_hd__o21bai_1 | 12 |
| sky130_fd_sc_hd__buf_2 | 4 |
| sky130_fd_sc_hd__a211oi_1 | 6 |
| sky130_fd_sc_hd__nor2_1 | 58 |
| sky130_fd_sc_hd__inv_1 | 113 |
| sky130_fd_sc_hd__o21ai_0 | 25 |
| sky130_fd_sc_hd__nand3_1 | 5 |
| sky130_fd_sc_hd__clkbuf_1 | 7 |
| sky130_fd_sc_hd__fa_1 | 63 |
| sky130_fd_sc_hd__or3_1 | 5 |
| sky130_fd_sc_hd__ha_1 | 90 |
| sky130_fd_sc_hd__a21o_1 | 18 |
| sky130_fd_sc_hd__xnor2_1 | 60 |
| sky130_fd_sc_hd__nand2b_1 | 5 |
| sky130_fd_sc_hd__xor2_1 | 24 |
| sky130_fd_sc_hd__a221oi_2 | 4 |
| sky130_fd_sc_hd__o21ai_1 | 6 |
| sky130_fd_sc_hd__nor2b_1 | 19 |
| sky130_fd_sc_hd__a21oi_1 | 44 |
| sky130_fd_sc_hd__a31oi_1 | 6 |
| sky130_fd_sc_hd__nor3_1 | 5 |
## routing by layer
layer | up-vias | track usage | wire length (microns)
li1 | 2519 | - | -
met4 | 0 | 0.0133 | 99
met3 | 6 | 0.0311 | 901
met2 | 151 | 0.348 | 6460
met1 | 2274 | 0.293 | 6360
met5 | - | 0 | 0
## stage by stage
stage | setup slack (ns) | util | cell area [sq um]
finish | 7.33 | 0.524 | 6990
CTS | 7.32 | 0.524 | 6990
floorplan | 8.75 | - | 5540
global placement | 7.48 | 0.524 | 6990
detailed placement | 7.35 | 0.524 | 6990
global route | 6.89 | 0.524 | 6990
## cell families (layout without fill, tap and decap cells)
| family | count (synthesis) | after routing |
|---|---|---|
| mux | 1 | 1 |
| compound gates | 176 | 176 |
| buf+inv | 124 | 241 |
| simple gates | 140 | 140 |
| xor+xnor | 84 | 84 |
| fa+ha+maj | 155 | 155 |
## cell type report
type,instances,area (sq um),share of cell area
multi-input cells,556,5070,0.725
inverters,113,424,0.0606
well taps,176,220,0.0315
repair buffers,128,1280,0.183
## how the worst min path moves through the flow
stage / from / to / depth (start not counted)
after CTS: yaw[0] / m1[0] / 3
after global routing: roll[0] / m2[0] / 3
final: yaw[0] / m1[0] / 3
## report_power, final
group | switching [uW] | total (uW) | leakage [uW] | internal [uW]
combinational | 296 | 690 | 0.00318 | 393
clock | 0 | 0 | 0 | 0
sequential | 0 | 0 | 0 | 0
total | 296 | 690 | 0.00318 | 393
Power figures rest on the tool's default switching activity, not on a simulated workload.
